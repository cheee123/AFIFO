==> design.v <==
module AFIFO #(
    parameter DEPTH = 16,
    parameter N = 4,  
    parameter WIDTH = 8
) (
    input clk_w, clk_r, rst_w, rst_r,
    input [WIDTH-1:0] wdata,
    input push, pop,
    output wfull, rempty,
    output [WIDTH-1:0] rdata
);
wire [N-1:0] waddr_FIFO, raddr_FIFO;
wire [N:0] rptr_wclk, wptr_rclk, rptr, wptr;
wire wen;
FIFO_wptr #(.N(N)) fifo_wptr0 (
    .clk_w(clk_w),
    .rst_w(rst_w),
    .push(push),
    .rptr_wclk(rptr_wclk),
    .wfull(wfull),
    .wen(wen),
    .waddr_FIFO(waddr_FIFO),
    .wptr(wptr)
);
FIFO_rptr #(.N(N)) fifo_rptr0 (
    .clk_r(clk_r),
    .rst_r(rst_r),
    .pop(pop),
    .rempty(rempty),
    .raddr_FIFO(raddr_FIFO),
    .wptr_rclk(wptr_rclk),
    .rptr(rptr)
);
FIFO #(.DEPTH(DEPTH), .N(N), .WIDTH(WIDTH)) fifo0 (
    .clk_w(clk_w),
    .wdata(wdata),
    .waddr(waddr_FIFO),
    .wen(wen),
    .rdata(rdata),
    .raddr(raddr_FIFO)
);
TWO_FF #(.N(N)) two_ff_w2r (
    .clk(clk_r),
    .rst(rst_r),
    .idata(wptr),
    .odata(wptr_rclk)
);
TWO_FF #(.N(N)) two_ff_r2w (
    .clk(clk_w),
    .rst(rst_w),
    .idata(rptr),
    .odata(rptr_wclk)
);
endmodule
module FIFO_wptr #(
    parameter N = 4
) (
    input clk_w, rst_w,
    input push,
    input [N:0] rptr_wclk,
    output wfull,
    output wen,
    output [N-1:0] waddr_FIFO,
    output reg [N:0] wptr
);
reg [N:0] waddr;
wire [N:0] next_wptr, next_waddr;
assign wfull = (wptr[N] != rptr_wclk[N]) & (wptr[N-1] != rptr_wclk[N-1]) & (wptr[N-2:0] == rptr_wclk[N-2:0]);
assign wen = ~wfull & push;
assign next_waddr = waddr + 'd1;
assign next_wptr  = {next_waddr[N], next_waddr[N-1:0] ^ next_waddr[N:1]};
assign waddr_FIFO = waddr[N-1:0];
always @(posedge clk_w or negedge rst_w) begin
    if (!rst_w) begin
        wptr  <= 'd0;
        waddr <= 'd0;
    end else begin
        if (wen) begin
            wptr  <= next_wptr;
            waddr <= next_waddr;
        end else begin
            wptr  <= wptr;
            waddr <= waddr;
        end
    end
end
endmodule
module FIFO_rptr #(
    parameter N = 4
) (
    input clk_r, rst_r,
    input pop,
    output rempty,
    output [N-1:0] raddr_FIFO,
    input [N:0] wptr_rclk,
    output reg [N:0] rptr
);
reg [N:0] raddr;
wire [N:0] next_rptr, next_raddr;
wire ren;
wire [N-1:0] rdata_FIFO;
assign rempty = wptr_rclk == rptr;
assign ren = ~rempty & pop;
assign next_raddr = raddr + 'd1;
assign next_rptr  = {next_raddr[N], next_raddr[N-1:0] ^ next_raddr[N:1]};
assign raddr_FIFO = raddr[N-1:0];
always @(posedge clk_r or negedge rst_r) begin
    if (!rst_r) begin
        rptr  <= 'd0;
        raddr <= 'd0;
    end else begin
        if (ren) begin
            rptr  <= next_rptr;
            raddr <= next_raddr;
        end else begin
            rptr  <= rptr;
            raddr <= raddr;
        end
    end
end
endmodule
module FIFO #(
    parameter DEPTH = 16,
    parameter N = 4,
    parameter WIDTH = 8
) (
    input clk_w,  
    input [WIDTH-1:0] wdata,
    input [N-1:0] waddr,
    input wen,
    output [WIDTH-1:0] rdata,
    input [N-1:0] raddr
);
reg [WIDTH-1:0] data_mem [0:DEPTH-1];
integer i;
assign rdata = data_mem[raddr];
always @(posedge clk_w) begin
    if (wen) data_mem[waddr] <= wdata;
end
endmodule
module TWO_FF #(
    parameter N = 4
) (
    input clk, rst,
    input [N:0] idata,
    output [N:0] odata
);
reg [N:0] reg0, reg1;
assign odata = reg1;
always @(posedge clk or negedge rst) begin
    if (!rst) {reg0, reg1} <= 'd0;
    else      {reg0, reg1} <= {idata, reg0};
end
endmodule
==> run.sh <==
#!/bin/bash
# OpenROAD 26Q1-2900-gdf79404cd8, Yosys 0.63+post, stock flow scripts
make -C /OpenROAD-flow-scripts/flow DESIGN_CONFIG=/design/flow/config.mk WORK_HOME=/design/flow/orfs finish
==> config.mk <==
export PLATFORM = sky130hd
export DESIGN_NAME = AFIFO
export DESIGN_NICKNAME = AFIFO
export VERILOG_FILES = /design/flow/design.v
export SDC_FILE = /design/flow/constraint.sdc
export NUM_CORES = 4
export LEC_CHECK = 1
export CORE_UTILIZATION = 50
==> constraint.sdc <==
current_design AFIFO

set clk_period 4.4
set clk_io_pct 0.2

create_clock -name clk0 -period $clk_period [get_ports {clk_r}]
create_clock -name clk1 -period $clk_period [get_ports {clk_w}]

set non_clock_inputs [all_inputs -no_clocks]
set_input_delay [expr $clk_period * $clk_io_pct] -clock clk0 $non_clock_inputs
set_output_delay [expr $clk_period * $clk_io_pct] -clock clk0 [all_outputs]
==> out/results.ini <==
[status]
run_status=completed

[timing]
worst_pin_slew_ns=0.832
grt_setup_unrepaired=false
worst_clock_skew_ns=0.00464
setup_violations=0
setup_slack_ns=0.778
relSlewSlack_pct=44.1
slew_viol_final=0
tns_ns=0
hold_viol=0

[global_route]
grt_first_pass_wirelength_um=19200
grt.overflow.total=0
track_usage_pct=22.3
grt_pass1_vias=3374
grt_max_degree=37
antenna_found_initial=0

[place]
port-buffer-count=22
gp_congestion=0.782
preCtsSetupSlack_ns=1.02
dp_hpwl_um=7600

[power_and_ir_drop]
power.switching_mw=1.60
seqPwrFrac_pct=41.5
combPwrFrac_pct=29.0
power.density_mw_per_mm2=710
peakVddDrop_uv=377
clkPwrFrac_pct=29.5
p_int_mw=3.83
p_sw_share_pct=29.5
leakage_nw=2.70

[die]
die_h_um=116
num_rows=41
die-area_mm2=0.0135
die_w_um=116
core-area_mm2=0.0127
io_pins=24
initCoreUtil_pct=51.6

[setup_path]
crit_path_end_kind=primary output
critical-path-slowest-cell=dfrtp_2
slowest_delay_ns=0.89
cp_cell_sequence=buf_4 -> mux4_2 -> a22oi_1 -> nand2_1 -> clkdlybuf4s50_1
critPathKind=register to primary output
cp.buffers_inverters=2
cp_data_arrival_time_ns=2.74
startpoint_type=register
path_delay_family=flip-flops
cp_data_required_time_ns=3.52
crit_path_max_fanout=25

[route]
drt-initial-drc-count=215
routed-via-count=3219
final_antenna_net_count=0
totalWireLength_um=12500
dr.pass1.iters=4
detail_route.wl_per_cell_um=21.4
drc=0
routed_via_density=5.51
diodes=0

[worst_hold_path]
hp-class=register to register

[logic_synthesis]
synth.distinct_cells=36
syn_inst=359
synth.top_cell.area_share_pct=58.8
ys_cells=359
postSynthSeqShare_pct=73.3
yosys_warnings=4
topCellsByArea=edfxtp_1, dfrtp_1, mux4_2
netlist_area_mm2=0.00654
avgSynthCellArea_um2=18.2
top_area_cell=edfxtp_1
numSynthFlops=166
synth-area-yosys_mm2=0.00654

[clock_network]
path_clk_slew_ns=0.06
hold_buffers=0
post_cts_buffers=0
cts_sinks=166
cts_tree=built
ctsResizeCount=0

[job]
warnings=29
drv_cap=0

[final_layout]
final_cell_mix=edfxtp_1, dfrtp_1, mux4_2
area_growth_pct=17.0
fillCellCount=934
drive_gt1_share_pct=20.4
mostFrequentLayoutCell=edfxtp_1

==> worst register-to-register path: cells and delay by family (launching register included) <==
| kind | cells | cell delay (ns) |
|---|---|---|
| AOI/OAI and AO/OA | 1 | 0.43 |
| buffers and inverters | 1 | 0.25 |
| and+or+nand+nor | 3 | 0.55 |
| xor gates and xnor gates | 1 | 0.27 |
| DFF | 1 | 0.44 |
==> flip-flops by register name, summed over array words and instances, names as in the netlist <==
name              cells
fifo0.data_mem      128
fifo_rptr0.raddr      4
fifo_rptr0.rptr       5
fifo_wptr0.waddr      5
fifo_wptr0.wptr       4
two_ff_r2w.reg0       5
two_ff_r2w.reg1       5
two_ff_w2r.reg0       5
two_ff_w2r.reg1       5
==> cell usage after synthesis (all sizes together) <==
cell / n
a21boi: 1
a21o: 1
a21oi: 2
a22o: 1
a22oi: 17
a2bb2oi: 1
and2: 2
and3: 8
buf: 13
clkbuf: 6
dfrtp: 38
edfxtp: 128
ha: 5
inv: 5
mux2: 1
mux2i: 1
mux4: 32
nand2: 27
nand3: 4
nand4: 2
nor2: 11
nor2b: 4
nor3: 3
nor3b: 3
nor4: 2
o211ai: 1
o21ai: 10
xnor2: 18
xor2: 12
==> metal layers <==
metal  routed length, µm  share of wire, %  vias up  global-route usage [%]
met5                  40              0.32        -                    2.22
met4                 340               2.7        2                    5.21
met3                1530                12       30                    13.6
met2                5640                45      145                    29.7
met1                4950                40     1571                    34.9
li1                    -                 -     1471                       -
==> cells by family after synthesis <==
kind of cell / Yosys count / synth area share, %
flops: 166 / 73.3
simple gates: 66 / 5.05
compound gates: 34 / 3.54
mux: 34 / 11.3
xor+xnor: 30 / 4.02
buf+inv: 24 / 1.78
fa+ha+maj: 5 / 0.957
==> cell type report <==
class	instances	area [µm²]	area share [%]
well taps	172	215	2.81
flip-flops and latches	166	4800	62.7
inverters	5	18.8	0.245
repair buffers	36	325	4.25
clock buffers	20	500	6.54
clock inverters	16	170	2.22
multi-input cells	169	1630	21.3
==> metrics by stage <==
stage	cells	hold slack, ns	instance area [µm²]	total power [mW]	utilization [%]
finish	584	0.304	7650	5.44	60.4
global route	584	0.307	7650	5.73	60.4
CTS	584	0.282	7650	5.50	60.4
detailed placement	548	0.336	6980	3.87	55.1
global placement	548	0.332	6980	3.86	55.1
floorplan	359	0.331	6540	3.33	-
==> worst paths after layout <==
kind                       cells past startpoint  slack [ns]                             from                              end
min                                            0        0.30   fifo_rptr0.rptr[3]$_DFFE_PN0P_     two_ff_r2w.reg0[3]$_DFF_PN0_
min reg2reg                                    0        0.30   fifo_rptr0.rptr[3]$_DFFE_PN0P_     two_ff_r2w.reg0[3]$_DFF_PN0_
max                                            5        0.78  fifo_rptr0.raddr[0]$_DFFE_PN0P_                         rdata[2]
max reg2reg                                    6        2.15  fifo_wptr0.waddr[4]$_DFFE_PN0P_   fifo0.data_mem[4][1]$_DFFE_PP_
min in group asynchronous                      1        0.93                            rst_w  fifo_wptr0.waddr[2]$_DFFE_PN0P_
max in group clk1                              6        1.95                             push   fifo0.data_mem[4][1]$_DFFE_PP_
max in group asynchronous                      1        2.98                            rst_w     two_ff_r2w.reg0[4]$_DFF_PN0_
min in group clk0                              0        0.35     two_ff_w2r.reg0[4]$_DFF_PN0_     two_ff_w2r.reg1[4]$_DFF_PN0_
==> power by group through the flow <==
stage / clock [mW] / combinational [mW] / sequential [mW]
4_1_cts: 1.63 / 1.60 / 2.26
5_1_grt: 1.69 / 1.74 / 2.30
6_report: 1.60 / 1.58 / 2.26
Power is estimated from default activity; no workload was simulated.
